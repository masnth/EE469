### ./config.mk
export PLATFORM = sky130hd
export DESIGN_NAME = muxControl
export DESIGN_NICKNAME = muxControl
export VERILOG_FILES = /design/flow/design.v
export SDC_FILE = /design/flow/constraint.sdc
export NUM_CORES = 4
export LEC_CHECK = 1
export CORE_AREA = 10 10 408 408
export DIE_AREA = 0 0 418 418
### ./constraint.sdc
current_design muxControl

set clk_period 9.8
set clk_io_pct 0.2

create_clock -name clk0 -period $clk_period

set non_clock_inputs [all_inputs -no_clocks]
set_input_delay [expr $clk_period * $clk_io_pct] -clock clk0 $non_clock_inputs
set_output_delay [expr $clk_period * $clk_io_pct] -clock clk0 [all_outputs]
### ./design.v
module mux2to1(data1, data2, q, sel);
	output q;
	input sel,data1 , data2;
	wire w1,w2,w3;
	not n1(w1,sel);
	and a1(w2,w1,data1);
	and a2(w3,sel,data2);
	or o1(q,w2,w3);
endmodule
module mux4to1(data1, data2, data3, data4, q, sel);
	input data1, data2, data3, data4;
	input [1:0] sel;
	output q;
	wire mux_1, mux_2;
	mux2to1 m1(data1, data2, mux_1, sel[0]);
	mux2to1 m2(data3, data4, mux_2, sel[0]);
	mux2to1 m3(mux_1, mux_2, q, sel[1]);
endmodule 
module mux16to1(data, q, sel);
	input [15:0] data;
	input [3:0] sel;
	output q;
	wire mux_1, mux_2, mux_3, mux_4;
	mux4to1 m1(data[0], data[1], data[2], data[3], mux_1, sel[1:0]); 
	mux4to1 m2(data[4], data[5], data[6], data[7], mux_2, sel[1:0]);
	mux4to1 m3(data[8], data[9], data[10], data[11], mux_3, sel[1:0]);
	mux4to1 m4(data[12], data[13], data[14], data[15], mux_4, sel[1:0]);
	mux4to1 m5(mux_1, mux_2, mux_3, mux_4, q, sel[3:2]);
endmodule
module mux32to1(data, q, sel);
	input [31:0] data;
	input [4:0] sel;
	output q;
	wire mux_1, mux_2;
	mux16to1 m1(data[31:16], mux_1, sel[3:0]);
	mux16to1 m2(data[15:0], mux_2, sel[3:0]);
	mux2to1  m3(mux_1, mux_2, q, sel[4]);
endmodule
module muxControl (reg0, reg1, reg2, reg3, reg4, reg5, reg6, reg7,
		   reg8, reg9, reg10, reg11, reg12, reg13, reg14, reg15,
		   reg16, reg17, reg18, reg19, reg20, reg21, reg22, reg23,
		   reg24, reg25, reg26, reg27, reg28, reg29, reg30, reg31, readData, sel);
	input [31:0] reg0, reg1, reg2, reg3, reg4, reg5, reg6, reg7,
		   reg8, reg9, reg10, reg11, reg12, reg13, reg14, reg15,
		   reg16, reg17, reg18, reg19, reg20, reg21, reg22, reg23,
		   reg24, reg25, reg26, reg27, reg28, reg29, reg30, reg31;
	input[4:0] sel;
	output [31:0] readData;
	genvar i;
 generate
	 for (i = 0; i < 32; i = i + 1) begin : eachmux
		mux32to1 mux (.data({reg0[i],reg1[i], reg2[i], reg3[i], reg4[i], reg5[i], reg6[i], reg7[i], reg8[i], reg9[i], 
		reg10[i], reg11[i], reg12[i], reg13[i], reg14[i], reg15[i], reg16[i], reg17[i], reg18[i],reg19[i],
		reg20[i], reg21[i], reg22[i], reg23[i], reg24[i], reg25[i], reg26[i], reg27[i],reg28[i], reg29[i], 
		reg30[i], reg31[i]}), .q(readData[i]), .sel(sel));
	end
 endgenerate
endmodule
### ./run.sh
#!/bin/bash
# OpenROAD 26Q1-2900-gdf79404cd8, Yosys 0.63+post, stock flow scripts
make -C /OpenROAD-flow-scripts/flow DESIGN_CONFIG=/design/flow/config.mk WORK_HOME=/design/flow/orfs finish
==> summary.txt <==
status = completed
Antenna Nets Post-Route = 0
hold_buf cts = 0
XOR/XNOR Area Share = 0
post-synthesis mux area share = 0.561
comb area leader = multiplexers
design area = 0.0219 mm²
switching fraction of total power = 0.441
switching pwr = 446 µW
register area = 0 µm²
GPL Wtd Cong = 0.977
PD cells = 46.2 mW/mm²
GRT Residual Overflow = 0
PortBufs = 1061
core footprint = 0.158 mm²
detailed-route DRC error count = 0
clock group share of total power = 0
Area growth, synth to finish = 140%
Peak VDD IR = 0.0000192 V
DR iter-0 viols = 1260
top post-synthesis cells by count = 512 x mux2i_1, 97 x nand2_1, 96 x a21oi_1, 96 x a22oi_1, 96 x nand3_1
Synth Seq Share = 0
Yosys top cell by instances = mux2i_1
vias in the first global route = 14900
YS chip area = 0.00913 mm²
Total Wirelength = 140000 µm
stage-log warning count = 32
Synth cell types = 20
clock buffer count = 0
min Tclk post-route = 7680 ps
Adder Area Share = 0
share of post-route cells with drive strength above 1 = 0.0275
initial antenna violation count = 128
final setup vio count = 0
Die Span X = 418 µm
FMAX = 0.130 GHz
Fin. Hold Viols = 0
worst min path class = in2out
area leader, netlist = mux2i_1
Crit path arrival time = 5720 ps
Mapped Area = 0.00913 mm²
Post-CTS Resized = 0
Final period util = 0.784
P_leak = 8.46 nW
die area = 0.175 mm²
pin count of the biggest net entering global routing = 79
vias = 14800
Seq cells = 0
crit-path max FO = 70
relative slew slack = 0.298
post-CTS setup buffers = 0
Die H = 418 µm
Internal = 565 µW
io pins = 1061
sequential share of power = 0
Gate power share = 1.000
num rows = 146
Cell area leaders = mux2i_1 56%, a22oi_1 7.9%, a22o_1 6.1%, buf_4 5.4%, a21oi_1 5.3%
simple share = 0.115
Max Cap Viol = 0
dpl hpwl = 126000 µm
WL/cell = 33.1 µm
first-pass GRT wire length = 171000 µm
DRT Pass-1 Iters = 8
RSZ-0062 raised after global routing = false
total track usage = 0.153
DR vias/cell = 3.50
Setup crit end kind = primary output
Yosys Warn Count = 0
setup TNS = 0 ps
Core Density at Floorplan = 0.0578
yosys cell count = 1190
Req. time, crit path = 7840 ps
Max Slew Vio Count = 0
Avg Synthesized Cell Area = 7.67 µm²
Post-Syn Instances = 1190
Slew @ Worst Pin = 1040 ps
ao+oa area frac = 0.215
DP Area = 0.0218 mm²
Max-area cell share = 0.561
critical path type = in2out
Worst Setup Start Kind = primary input
[worst max-delay path, cell delays in order]
cell             delay, ps
buf_8                  340
buf_4                  510
buf_12                 420
mux2i_1                240
a22oi_1                700
a31oi_1                460
nand3_1                160
clkdlybuf4s50_1        680
[kinds of logic after synthesis]
family / Yosys count
AOI/OAI and AO/OA: 288
buffers and inverters: 158
muxes: 512
and+or+nand+nor: 232
[placed cells by master, fill, tap and decap left out, drive strengths merged, types with 2 or more instances in the layout]
cell type | netlist | final
a22oi | 96 | 96
buf | 113 | 51
a31oi | 32 | 32
nand2 | 97 | 97
nand3 | 96 | 96
mux2i | 512 | 512
nor3 | 32 | 32
a22o | 64 | 64
diode | 0 | 24
a21oi | 96 | 96
nand2b | 2 | 2
clkdlybuf4s50 | 0 | 1060
[power groups by stage]
stage,registers [mW],logic [mW],clock network [mW]
after CTS,0,1.03,0
after global routing,0,1.06,0.000000125
final,0,1.01,0.000000284
[per-layer routing]
layer  up-vias  share of wire  global-route usage
met5         -         0.0035                   0
met4        76          0.017              0.0232
met3       206          0.092              0.0504
met2      1022           0.50               0.265
met1      7037           0.39               0.186
li1       6504              -                   -
[cell type report]
| cell class | count | area, µm² |
|---|---|---|
| fillers | 18000 | 136000 |
| repair buffers | 1111 | 11100 |
| multi-input cells | 1032 | 8170 |
| well taps | 2072 | 2590 |
| diodes | 24 | 60.1 |
[worst paths after layout]
check	from	endpoint	slack, ps	cells past startpoint
hold / removal	reg20[2]	readData[2]	5090	6
setup / recovery	sel[1]	readData[8]	2120	8
[through the flow]
stage | worst slack (ps) | total power [mW] | cells | hold WS (ps) | util
6_report | 2120 | 1.01 | 4239 | 5090 | 0.139
5_1_grt | 1990 | 1.06 | 4224 | 5120 | 0.138
4_1_cts | 2050 | 1.03 | 4215 | 5090 | 0.138
3_5_place_dp | 2050 | 1.02 | 4215 | 5070 | 0.138
3_3_place_gp | 2110 | 1.03 | 4215 | 5080 | 0.138
2_1_floorplan | 4680 | 0.334 | 1190 | 4220 | -
No activity file was given, so power comes from the tool's default toggle rates.
