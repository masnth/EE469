===== /design/flow/run.sh =====
#!/bin/bash
# OpenROAD 26Q1-2900-gdf79404cd8, Yosys 0.63+post, stock flow scripts
make -C /OpenROAD-flow-scripts/flow DESIGN_CONFIG=/design/flow/config.mk WORK_HOME=/design/flow/orfs finish

===== /design/flow/config.mk =====
export PLATFORM = sky130hd
export DESIGN_NAME = register32
export DESIGN_NICKNAME = register32
export VERILOG_FILES = /design/flow/design.v
export SDC_FILE = /design/flow/constraint.sdc
export NUM_CORES = 4
export LEC_CHECK = 1
export CORE_AREA = 10 10 611 611
export DIE_AREA = 0 0 621 621

===== /design/flow/constraint.sdc =====
current_design register32

set clk_period 1.0
set clk_io_pct 0.2

create_clock -name clk0 -period $clk_period [get_ports {clk}]

set non_clock_inputs [all_inputs -no_clocks]
set_input_delay [expr $clk_period * $clk_io_pct] -clock clk0 $non_clock_inputs
set_output_delay [expr $clk_period * $clk_io_pct] -clock clk0 [all_outputs]

===== /design/flow/design.v =====
module register(dataOut,  dataIn, enable, clk, rst);
	input clk, rst, enable;
	input [31:0] dataIn;
	output wire [31:0] dataOut;
	wire [31:0] dataOutBar;
	genvar i;
	generate 
		for (i=0; i<32; i=i+1) begin: eachDFF
			DFF_e D (.Q(dataOut[i]), .Qbar(dataOutBar[i]), .dataIn(dataIn[i]), .enable(enable), .clk(clk), .rst(rst));
		end
	endgenerate
endmodule
module DFF_e(Q, Qbar, dataIn, enable, clk, rst);
	input clk, rst, enable;
	input dataIn;
	output reg Q;
	output reg Qbar;
	always @ (posedge clk or negedge rst)
		if (!rst) begin
			Q <= 1'b0;
			Qbar <= 1'b1;
		end
		else if(enable) begin 
			Q <= dataIn;
			Qbar <= ~dataIn;
		end
endmodule 
module register32(out, w_data, w_enable, clk, rst, w_address);
	output [31:0] [31:0] out;
	input clk, rst, w_enable;
	input [31:0] w_address;
	input [31:0] w_data;
	genvar i;
	generate
		register register0 (.dataOut(out[0]), .dataIn(32'b0), .enable(1'b0), .clk(clk), .rst(rst));    
		for (i = 1; i < 32; i = i + 1) begin : eachRegister
			register register (.dataOut(out[i]), .dataIn(w_data), .enable(w_enable && w_address[i]), .clk(clk), .rst(rst));
		end
	endgenerate
endmodule

==> flow_metrics.tcl <==
# implementation run metrics
set metrics [dict create \
    fin_ws_ns -0.646 \
    r2r_slack_ns -0.01 \
    crit_family "flip-flops" \
    ys_top_cells_by_count "1027 x buf_4, 992 x dfrtp_1, 992 x mux2_2, 96 x clkbuf_1, 93 x buf_2" \
    slew_viol_final 0 \
    cts_tree "built" \
    drt_wl_total_um 197000 \
    post-place-ws_ns -1.03 \
    ys_sh_adder_pct 0 \
    top_regs "eachRegister.register.eachDFF.D.Q: 992 flops" \
    yosysTopAreaCell "dfrtp_1" \
    path_cells "buf_2" \
    grt_pass1_vias 26800 \
    report.final.setup_viol 1835 \
    clk_path_buf_depth 4 \
    cp-end-kind "output pin" \
    synth_dominant_cell_count "buf_4" \
    syn_avg_cell_area_um2 13.8 \
    flop_cell "dfrtp_1" \
    compound_area_share_pct 0 \
    async_flop_share_pct 100 \
    fp-utilization_pct 12.4 \
    edf_count 0 \
    antenna_found_initial 51 \
    max_clock_freq_ghz 0.608 \
    via_per_inst 2.96 \
    hold_viol 0 \
    cp.arrival_ns 1.45 \
    coreArea_mm2 0.359 \
    peakVddDrop_mv 1.56 \
    ys_cells 3232 \
    synth_cell_types 7 \
    clkLatencyLatePin_ns 0.77 \
    synth-xor-area-share_pct 0 \
    drt_iter0_drc 1162 \
    tool_warnings 29 \
    required_ns 0.80 \
    vias 25100 \
    grtUsageTotal_pct 9.99 \
    largest_reg_flops 992 \
    grt_pass1_wl_um 260000 \
    drcViolationCount 0 \
    cts_max_level 3 \
    firstDrtPassIters 5 \
    root_buffer "clkbuf_16" \
    period_minus_slack_ns 1.65 \
    gp_congestion 0.814 \
    slowest_stage "dfrtp_1" \
    cts.reportedPaths.clkPinSlew_ns 0.06 \
    synthToLayoutAreaGrowth_pct 27.6 \
    power_density_mw_per_mm2 1980 \
    fin_util_pct 15.8 \
    outcome "finished, violations left" \
    ys_ff 992 \
    worstMarginPinSlew_ns 0.528 \
    post-route-period-util_pct 165 \
    cts_buffers 115 \
    pin_count 1091 \
    cap_violations 0 \
    ant_nets 0 \
    synthTopLogicFamily "multiplexers" \
    yosys-stat-area_mm2 0.0447 \
    fp.dieW_um 621 \
    critPathMaxFanout 2 \
    regMostFlops "eachRegister.register.eachDFF.D.Q" \
    wire_per_inst_um 23.2 \
    finClkSkew_ns 0 \
    top_area_share_pct 55.6 \
    rsz0062_at_grt "true" \
    grt_max_degree 63 \
    synth.area.mux_share_pct 25.0 \
    violations "negative setup slack" \
    ys_sh_simple_pct 0.261 \
    fp-row-count 220 \
    p_leak_uw 0.0248 \
    hp-class "input pin to flop" \
    numPortBuffers 1057 \
    cts.sinks 992 \
    drive_above_1_share_pct 70.1 \
    worstSetupPathType "flop to output pin" \
    yosysWarnings 1 \
    die_area_mm2 0.386 \
    crit_buf_inv 1 \
    overflow 0 \
    synthesis.area_mm2 0.0447 \
    start_kind "flop" \
    relSlewSlack_pct 64.8 \
    area_leaders "dfrtp_1 56%, mux2_2 25%, buf_4 17%" \
    syn_inst 3232 \
    total_power_uw 113000 \
    synth_seq_share_pct 55.6 \
    hpwl_um 151000 \
    cp_slowest_stage_delay_ns 0.43 \
    die_y_um 621 \
]
-- final cells by class --
cell class                      count  area, µm²
Clock inverter                     38        444
Timing Repair Buffer             1445      10700
Multi-Input combinational cell   1055      11600
Antenna cell                       22       55.1
Sequential cell                   992      24800
Clock buffer                      167       3430
Tap cell                         4773       5970
Fill cell                       39600     303000
-- metal layers --
metal	vias to the layer above	part of all wire [%]	global-route usage, %
met2	1099	52	17.8
li1	10500	-	-
met5	-	0.029	0
met1	13300	38	11.8
met4	8	2.9	2.36
met3	251	7.3	3.03
-- metrics by stage --
stage / TNS (ns) / std cells / hold slack, ns / instance area (µm²)
after floorplan: -130.64 / 3263 / -0.0956 / 44800
after global placement: -654.82 / 8087 / 0.432 / 55900
after global routing: -715.98 / 8478 / 0.0240 / 56900
final: -608.21 / 8492 / 0.0861 / 57000
after CTS: -629.27 / 8422 / 0.0271 / 56400
after detailed placement: -663.03 / 8087 / 0.423 / 55900
-- cells by family (layout without fill, tap and decap cells) --
kind of cell | Yosys count | count (layout)
flip-flops | 992 | 992
AND/OR/NAND/NOR | 31 | 31
buffers and inverters | 1216 | 1650
other | 1 | 54
multiplexers | 992 | 992
-- repair_timing --
| action | 4_1_cts | 5_1_grt |
|---|---|---|
| buffers inserted | 88 | 53 |
| pin swaps | 0 | 0 |
| gates cloned | 0 | 1 |
| resized | 3544 | 22 |
| hold buffers | 32 | 1 |
| setup endpoints to repair | 1010 | 1474 |
| hold endpoints to repair | 1623 | 31 |
-- path summary, 6_finish.rpt --
path / start / endpoint / depth (start not counted)
min in group asynchronous: rst / eachRegister[24].register.eachDFF[20].D.Q / 6
setup / recovery: eachRegister[27].register.eachDFF[30].D.Q / out[894] / 1
max in group asynchronous: rst / eachRegister[2].register.eachDFF[20].D.Q / 9
hold / removal: w_data[11] / eachRegister[13].register.eachDFF[11].D.Q / 3
setup reg to reg: eachRegister[18].register.eachDFF[14].D.Q / eachRegister[18].register.eachDFF[14].D.Q / 3
hold reg to reg: eachRegister[6].register.eachDFF[23].D.Q / eachRegister[6].register.eachDFF[23].D.Q / 1
-- report_power, final --
part           leakage, µW  switching [µW]  total, µW  internal [µW]
combinational       0.0113            8950      20700          11700
clock              0.00192           17400      43000          25600
sequential          0.0116            3270      49400          46100
-- cell usage in the layout, fill, tap and decap left out, types with 2 or more instances in the layout --
cell	synthesis	routed
dfrtp_1	992	990
mux2_2	992	989
buf_2	93	920
buf_4	1027	243
buf_12	0	124
clkbuf_16	0	117
buf_6	0	88
clkbuf_8	0	34
dlygate4sd3_1	0	33
conb_1	1	32
clkdlybuf4s50_1	0	29
diode_2	0	22
nand2_4	0	17
clkinv_2	0	17
clkbuf_1	96	17
nand2_2	0	12
bufinv_16	0	7
inv_6	0	6
mux2_4	0	3
inv_8	0	3
nand2_1	31	2
clkinvlp_4	0	2
clkinv_4	0	2
dfrtp_2	0	2
buf_16	0	2
buf_8	0	2
Power and IR drop assume default switching activity.
