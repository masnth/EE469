===== flow/design.v =====
module subtract(data1, data2, n, z, dataOut, clk);
	input clk;
	input [31:0] data1, data2;
	output reg [31:0] dataOut;
	output reg n, z;
	always@ (*) begin
		if(data1 > data2) begin
			dataOut = data1 - data2;
			n = 1'b0;
			z = 1'b0;
		end else if(data2 > data1) begin
			dataOut = data1 - data2;
			n = 1'b1;
			z = 1'b0;
		end else if(data1 == data2) begin
			dataOut = data1 - data2;
			n = 1'b0;
			z = 1'b1;
		end
	end
endmodule

===== flow/run.sh =====
#!/bin/bash
# OpenROAD 26Q1-2900-gdf79404cd8, Yosys 0.63+post, stock flow scripts
make -C /OpenROAD-flow-scripts/flow DESIGN_CONFIG=/design/flow/config.mk WORK_HOME=/design/flow/orfs finish

===== flow/constraint.sdc =====
current_design subtract

set clk_period 8.5
set clk_io_pct 0.2

create_clock -name clk0 -period $clk_period

set non_clock_inputs [all_inputs -no_clocks]
set_input_delay [expr $clk_period * $clk_io_pct] -clock clk0 $non_clock_inputs
set_output_delay [expr $clk_period * $clk_io_pct] -clock clk0 [all_outputs]

===== flow/config.mk =====
export PLATFORM = sky130hd
export DESIGN_NAME = subtract
export DESIGN_NICKNAME = subtract
export VERILOG_FILES = /design/flow/design.v
export SDC_FILE = /design/flow/constraint.sdc
export NUM_CORES = 4
export LEC_CHECK = 1
export CORE_AREA = 10 10 97 97
export DIE_AREA = 0 0 107 107

==> run_results.csv <==
group,metric,value,unit
run_status,status,"finished clean",
power,power_frac_seq,0,
timing,timing.hold.ws,4.45,ns
timing,fin_setup_tns,0,ns
cells_and_area,drive_above_1_share,0.0469,
synth,syn_area_per_cell,6.75,µm²
clock_network,post_cts_buffers,0,
grt,grt_usage,0.112,
synth,synth.most_common_cell,"inv_1",
synth,synth-cells-yosys,296,
power,netSwitchingPower,0.101,mW
power,intPower,0.144,mW
run,warnings,33,
setup_path,cp_cell_sequence,"clkdlybuf4s50_1 -> inv_1 -> ha_1 -> nor2b_1 -> o21a_1 -> a31o_2 -> a21bo_2 -> a31oi_2 -> o21ai_1 -> a311oi_2 -> clkdlybuf4s50_1",
placement,portBuffers,98,
detailed_routing,n_antenna_cell,0,
timing,post-route-min-period,6.35,ns
detailed_routing,wire_per_inst,13.9,µm
detailed_routing,via_per_inst,4.83,
power,p_leak,1.38,nW
detailed_routing,firstDrtPassIters,4,
cells_and_area,regArea,0,µm²
detailed_routing,drc,0,
setup_path,crit_slowest_cell,"clkdlybuf4s50_1",
power,ir_drop,0.0329,mV
detailed_routing,num_vias,2333,
timing,rsz0062_at_grt,"no",
timing,finalHoldViolations,0,
synth,syn_inst,296,
grt,grt_pass1_vias,2263,
power,p_clk_frac,0,
floorplan,num_rows,31,
setup_path,required,6.80,ns
power,powerDensity,80.1,nW/µm²
timing,worst_pin_slew,0.488,ns
setup_path,path_max_fanout,5,
detailed_routing,totalWireLength,6690,µm
setup_path,cpMostUsedCell,"clkdlybuf4s50_1",
setup_path,cpPeakStageDelay,0.52,ns
placement,place_congestion,0.857,
placement,pre_cts_ws,2.17,ns
run,cap_viol_max_count,0,
cells_and_area,fin_util,0.420,
grt,antenna_found_initial,0,
grt,grt_max_degree,10,
setup_path,worstSetupEndpointType,"primary output",
setup_path,path_class,"input port to primary output",
cells_and_area,syn_to_final_growth,53.3,%
power,swShare,0.412,
synth,area_leaders,"ha_1 (20%), a21oi_1 (8.5%), xnor2_1 (7.4%), inv_1 (7.3%), nand2_1 (5.1%)",
floorplan,io_pins,99,
grt,grt_pass1_wl,10900,µm
detailed_routing,first_iter_violations,114,
timing,period_used_share,0.747,
floorplan,die-area,11400,µm²
synth,synth_cell_types,50,
clock_network,cts_resized,0,
cells_and_area,seq_cells,0,
setup_path,start_kind,"input port",
floorplan,coreArea,7290,µm²
synth,yosys.area.top_type,"ha_1",
clock_network,cts_hold_buf,0,
synth,synth-seq-area-share,0,
synth,synth_top_area_share,0.200,
timing,fin_ws,2.15,ns
setup_path,critPathArrivalTime,4.65,ns
grt,overflow,0,
placement,place_hpwl,5950,µm
synth,yosys-stat-area,2000,µm²
timing,setup_violations,0,
cells_and_area,clkbuf_count,0,
floorplan,die_h,107,µm
power,combPwrFrac,1.000,
timing,relSlewSlack,0.671,
timing,max_freq,157,MHz
hold_path,holdCritPathClass,"input port to primary output",
synth,ys_warn_count,1,
detailed_routing,ant_nets,0,
synth,synth_area,2000,µm²
synth,common_cells,"inv_1 (39), a21oi_1 (34), ha_1 (32), nand2_1 (27), xnor2_1 (17)",
floorplan,die_w,107,µm
floorplan,fp-utilization,0.274,
timing,finalMaxSlewViolations,0,
==> layer usage <==
layer | global-route usage | wire [µm] | vias to the layer above | part of all wire
met1 | 0.155 | 3200 | 1033 | 0.48
met2 | 0.185 | 3040 | 66 | 0.45
met3 | 0.0255 | 446 | 0 | 0.067
met4 | 0 | 0 | 0 | 0
met5 | 0 | 0 | - | 0
li1 | - | - | 1234 | -
==> critical path, delay by kind of cell <==
kind	cells	cell delay [ns]
compound gates	6	1.45
fa+ha+maj	1	0.28
buf+inv	3	1.08
simple gates	1	0.14
==> cells in the final DEF, fill, tap and decap left out, types with 2 or more instances in the layout <==
master           count
clkdlybuf4s50_1     98
nor3_1               2
nand3_1              9
inv_1               39
and3_1               8
nor4_1               2
o21bai_1             4
a21oi_1             34
a31o_2               2
and2_1               4
o211ai_1             2
a211oi_2             2
a21o_1              13
nor2b_1              6
o21ai_0             12
a31oi_1              4
xnor2_1             17
nand2_1             27
ha_1                32
nor2_1              15
a221oi_1             2
o21a_1               5
nand4_1              7
xor2_1              10
o21ai_1              4
==> power groups by stage <==
stage / sequential, mW / clock, mW / combinational, mW
4_1_cts: 0 / 0 / 0.249
5_1_grt: 0 / 0 / 0.274
6_report: 0 / 0 / 0.245
==> logic make-up after synthesis <==
family | synth area share
buf+inv | 0.0932
simple gates | 0.224
mux | 0.00501
xor+xnor | 0.118
compound gates | 0.349
fa+ha+maj | 0.210
==> path summary, 6_finish.rpt <==
check | startpoint | end | slack [ns] | cells after the start
max | data2[1] | dataOut[29] | 2.15 | 11
min | data1[0] | dataOut[0] | 4.45 | 5
==> metrics by stage <==
step	std cells	cell area [µm²]	total power, mW
6_report	483	3060	0.245
5_1_grt	483	3060	0.274
4_1_cts	483	3060	0.249
3_5_place_dp	483	3060	0.247
3_3_place_gp	483	3060	0.247
2_1_floorplan	296	2000	0.122
==> area by class of cell <==
type / instances / area (µm²)
tap: 99 / 124
timing repair buffer: 98 / 981
inverter: 39 / 146
multi-input combinational: 247 / 1810
fill: 762 / 4230
Power is estimated from default activity; no workload was simulated.
